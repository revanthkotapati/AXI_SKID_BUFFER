==> /design/flow/run.sh <==
#!/bin/bash
# OpenROAD 26Q1-2900-gdf79404cd8, Yosys 0.63+post, stock flow scripts
make -C /OpenROAD-flow-scripts/flow DESIGN_CONFIG=/design/flow/config.mk WORK_HOME=/design/flow/orfs finish
==> /design/flow/design.v <==
module skid_buffer #(
    parameter SKID_DATA_WIDTH = 32   
) (
    input  logic                        clk,         
    input  logic                        reset,      
    input  logic                        s_valid,    
    input  logic [SKID_DATA_WIDTH-1:0]  s_data,     
    output logic                        s_ready,    
    output logic                        m_valid,
    output logic [SKID_DATA_WIDTH-1:0]  m_data,  
    input  logic                        m_ready    
);
    logic [SKID_DATA_WIDTH-1:0] skid_data;  
    logic                       skid_valid; 
    always_ff @(posedge clk) begin
        if (reset) begin
            skid_data  <= '0;
            skid_valid <= 1'b0;
        end else begin
            if (!m_ready && !skid_valid && s_valid) begin
                skid_data  <= s_data;
                skid_valid <= 1'b1;
            end else if (m_ready && skid_valid) begin
                skid_data  <= '0;
                skid_valid <= 1'b0;
            end
        end
    end
    always_ff @(posedge clk) begin
        if (reset) begin
            m_data  <= '0;
            m_valid <= 1'b0;
        end else begin
            if (m_ready && skid_valid) begin
                m_data  <= skid_data;
                m_valid <= 1'b1;
            end else if (m_ready && !skid_valid && s_valid) begin
                m_data  <= s_data;
                m_valid <= 1'b1;
            end else begin
                if (!m_ready) begin
                    m_valid <= m_valid;
                    m_data  <= m_data;
                    end
                else
                    m_valid <= 1'b0;
                    m_data <= m_data; 
            end
        end
    end
    assign s_ready = m_ready || !skid_valid;
endmodule
==> /design/flow/constraint.sdc <==
current_design skid_buffer

set clk_period 3.3
set clk_io_pct 0.2

create_clock -name clk0 -period $clk_period [get_ports {clk}]

set non_clock_inputs [all_inputs -no_clocks]
set_input_delay [expr $clk_period * $clk_io_pct] -clock clk0 $non_clock_inputs
set_output_delay [expr $clk_period * $clk_io_pct] -clock clk0 [all_outputs]
==> /design/flow/config.mk <==
export PLATFORM = sky130hd
export DESIGN_NAME = skid_buffer
export DESIGN_NICKNAME = skid_buffer
export VERILOG_FILES = /design/flow/design.v
export SDC_FILE = /design/flow/constraint.sdc
export NUM_CORES = 4
export LEC_CHECK = 1
export CORE_UTILIZATION = 40
==> flow_metrics.tcl <==
# yosys + openroad results
set metrics [dict create \
    synth-edff-count 0 \
    critical_path_class "in -> out" \
    yosysWarnings 1 \
    reg2reg_from "skid_valid" \
    dp_cells 419 \
    synth_top_cell_by_area "dfxtp_1" \
    fmax_mhz 384 \
    htreeDepth 3 \
    numCtsBuffers 9 \
    synthCells 296 \
    maxCapViolCount 0 \
    grt_pass1_wl_mm 9.42 \
    path_max_fanout 9 \
    power.density_nw_per_um2 510 \
    routed_via_density 5.23 \
    fp_util_pct 42.1 \
    routedWlPerCell_um 13.9 \
    yosysUniqueCellTypes 15 \
    peakVddDrop_v 0.000420 \
    ys.flops 66 \
    place_congestion 0.791 \
    async_flop_share_pct 0 \
    fin_crit_ns 2.60 \
    io_pins 70 \
    path_clk_slew_ns 0.06 \
    rr_endpoint "m_data[22]" \
    grt_pass1_vias 2010 \
    core_area_um2 5990 \
    fp.dieArea_um2 6630 \
    syn_area_um2 2520 \
    top_area_share_pct 52.4 \
    ys_seq_share_pct 52.4 \
    rows 28 \
    power_switching_share_pct 23.0 \
    antenna_found_initial 0 \
    cts_resized 0 \
    finalNonFillerCells 435 \
    drt-initial-drc-count 112 \
    dp_hpwl_mm 3.43 \
    drt_wl_total_mm 6.04 \
    warnings 25 \
    worst_pin_slew_ns 0.599 \
    outcome "complete, no violations" \
    min_to "skid_data[31]" \
    drive_gt1_share_pct 6.11 \
    pwr-share-clk_pct 36.0 \
    cp-end-kind "output port" \
    leakagePower_nw 1.22 \
    cts_hold_buf 0 \
    syn_to_final_growth_pct 35.6 \
    drt_first_pass_iters 4 \
    grt_max_degree 67 \
    fp.dieH_um 81.4 \
    grtUsageTotal_pct 18.8 \
    top_cell "dfxtp_1" \
    hold_path_class "reg -> reg" \
    p_seq_share_pct 50.4 \
    synthFlopType "dfxtp_1" \
    ff2ff_setup_slack_ns 1.68 \
    p_int_mw 1.34 \
    reg2regPathDepth 4 \
    drc 0 \
    tns_ns 0 \
    ys_cells 296 \
    antenna_cells 0 \
    p_total_mw 1.74 \
    p_comb_share_pct 13.6 \
    hold_viol_final 0 \
    cp.required_ns 2.64 \
    maxSlewViolCount 0 \
    syn_avg_cell_area_um2 8.53 \
    min_from "skid_data[31]" \
    setup_viol 0 \
    insertion_delay_ns 0.33 \
    ys_chip_area_um2 2520 \
    vias 2273 \
    die_x_um 81.4 \
    portBuffers 69 \
    finalCritPeriodShare_pct 78.9 \
    power_switching_mw 0.401 \
    fillerInstances 535 \
    clock_sinks 66 \
    cts_buffer_depth 2 \
    root_buffer "clkbuf_8" \
    cts_tree "done" \
    cts_setup_buffers 0 \
    area_leaders "dfxtp_1 52%, a21oi_1 13%, nand2b_1 8.2%, o22ai_1 7.9%, nand3_1 6.3%" \
    grt_remaining_overflow 0 \
    fin_skew_ns 0.00454 \
    rsz0062_at_grt "false" \
    relSlewSlack_pct 60.0 \
    crit_arrival_ns 1.94 \
    antenna_left 0 \
    top_cells_by_count "66 x dfxtp_1, 64 x a21oi_1, 33 x nand2_1, 33 x nand2b_1" \
    hold_path_depth 2 \
    critPathLaunchType "input pin" \
]
area by class of cell:
class	count	area [µm²]	share of cell area [%]
clock buffers	13	139	4.06
clock inverters	3	40.0	1.17
multi-input cells	202	1080	31.5
flip-flops and latches	66	1320	38.6
well taps	75	93.8	2.74
repair buffers	76	751	21.9
critical path, cell delays in order:
cell and delay, ns:
clkdlybuf4s50_1 0.67, nand2b_1 0.16, clkdlybuf4s50_1 0.46
stage by stage:
step | hold slack [ns] | instance area (µm²) | utilization, % | setup WS (ns)
6_report | 0.466 | 3420 | 57.1 | 0.695
5_1_grt | 0.483 | 3420 | 57.1 | 0.636
4_1_cts | 0.468 | 3420 | 57.1 | 0.693
3_5_place_dp | 0.459 | 3240 | 54.1 | 0.700
3_3_place_gp | 0.453 | 3240 | 54.1 | 0.713
2_1_floorplan | 0.436 | 2520 | - | 1.60
power by group through the flow:
stage | registers [mW] | clock network, mW | logic [mW]
global route | 0.885 | 0.682 | 0.262
finish | 0.879 | 0.629 | 0.237
CTS | 0.879 | 0.647 | 0.240
sequential cells by signal (all words and copies together) (netlist names):
| signal | flops |
|---|---|
| skid_data | 32 |
| m_data | 32 |
| skid_valid | 1 |
| m_valid | 1 |
worst max path at each step:
stage / from / endpoint / slack [ns] / depth (start not counted)
4_1_cts: m_ready / s_ready / 0.69 / 3
5_1_grt: m_ready / s_ready / 0.64 / 3
6_report: m_ready / s_ready / 0.70 / 3
layout by cell type (no fill, tap or decap):
| cell | instances |
|---|---|
| nor3_1 | 1 |
| clkinv_2 | 2 |
| nand2b_1 | 33 |
| buf_12 | 1 |
| clkbuf_8 | 9 |
| bufinv_16 | 1 |
| nor2_1 | 2 |
| a211oi_1 | 1 |
| a21oi_1 | 64 |
| nand2_2 | 1 |
| or3b_1 | 2 |
| nand3b_1 | 1 |
| dfxtp_1 | 66 |
| nor3b_4 | 1 |
| clkbuf_1 | 4 |
| o22ai_1 | 32 |
| buf_2 | 1 |
| nand2_1 | 32 |
| clkdlybuf4s50_1 | 68 |
| nand3_1 | 32 |
| buf_4 | 6 |
kinds of logic after synthesis:
kind of cell | share of synthesized area, %
simple gates | 21.4
flops | 52.4
buf+inv | 5.30
compound gates | 20.9
per-layer routing:
| layer | track usage, % | vias up | routed length, µm |
|---|---|---|---|
| met1 | 27.3 | 1050 | 2830 |
| met4 | 2.14 | 0 | 72 |
| met3 | 5.19 | 8 | 379 |
| li1 | - | 1159 | - |
| met2 | 29.8 | 56 | 2750 |
| met5 | 0 | - | 0 |
Power and IR drop assume default switching activity.
